--- flow/config.mk ---
export PLATFORM = sky130hd
export DESIGN_NAME = dff8
export DESIGN_NICKNAME = dff8
export VERILOG_FILES = /design/flow/design.v
export SDC_FILE = /design/flow/constraint.sdc
export NUM_CORES = 4
export LEC_CHECK = 1
export CORE_AREA = 10 10 70 70
export DIE_AREA = 0 0 80 80
--- flow/constraint.sdc ---
current_design dff8

set clk_period 1.1
set clk_io_pct 0.2

create_clock -name clk0 -period $clk_period [get_ports {clk}]

set non_clock_inputs [all_inputs -no_clocks]
set_input_delay [expr $clk_period * $clk_io_pct] -clock clk0 $non_clock_inputs
set_output_delay [expr $clk_period * $clk_io_pct] -clock clk0 [all_outputs]
--- flow/design.v ---
module dff8(clk, reset, en, d, q);
    parameter DATA_WIDTH = 8;
    input clk;
    input reset;
    input en;
    input signed [DATA_WIDTH-1:0] d;
    output reg signed [DATA_WIDTH-1:0] q;
    always @(posedge clk) begin
        if (reset) begin
            q <= 0;
        end   
        else if (en) begin
            q <= d;
        end   
        else begin   
            q <= q;
        end   
    end   
endmodule   
--- flow/run.sh ---
#!/bin/bash
# OpenROAD 26Q1-2900-gdf79404cd8, Yosys 0.63+post, stock flow scripts
make -C /OpenROAD-flow-scripts/flow DESIGN_CONFIG=/design/flow/config.mk WORK_HOME=/design/flow/orfs finish
==> out/metrics.csv <==
stage;metric;value;unit
die;FP Core Util;8.35;%
logic_synthesis;Cells after Synth;26;
worst_hold_path;Hold Path Class;flip-flop to flip-flop;
die;core box area;3420;sq um
die;die y size;80;um
detailed_routing;Routed WL;867;um
clock_tree;Post-CTS Setup Bufs;0;
die;Die X-Extent;80;um
worst_setup_path;Worst path max stage delay;0.32;ns
clock_tree;clock sinks;8;
job;OpenROAD warning count;25;
detailed_routing;vias per cell;2.64;
logic_synthesis;Cell Area, Synth;285;sq um
global_routing;total congestion overflow;0;
job;max-cap viol count;0;
power_and_ir_drop;Sw Share;19.2;%
die;Placement Rows;21;
global_routing;initial antenna violation count;0;
logic_synthesis;cells in synth_stat.txt;26;
detailed_routing;DR iter-0 viols;8;
detailed_routing;vias post-DR;243;
layout;max reg flops;8;
place;post-place setup slack;-0.144;ns
worst_setup_path;Worst Setup End Kind;output port;
clock_tree;root buffer cell;clkbuf_4;
detailed_routing;drt wl/cell;9.42;um
clock_tree;cts repair resizes;16;
layout;Top Layout Cells;clkdlybuf4s50_1 (10), mux2i_1 (8), nor2_1 (8), dlygate4sd2_1 (8), dfxtp_2 (8);
logic_synthesis;count of state elements after synthesis;8;
clock_tree;Clock Path Buffers;2;
power_and_ir_drop;Internal;505;uW
final_timing;Slew Limit Headroom;77.7;%
die;I/O Pins;19;
worst_setup_path;CP arrival;0.79;ns
detailed_routing;DRT antenna net count;0;
logic_synthesis;Yosys chip area;285;sq um
power_and_ir_drop;Leak;0.251;nW
clock_tree;hold buffer count at CTS;0;
power_and_ir_drop;logic gate share of total power;16.0;%
logic_synthesis;Distinct lib cells used;5;
global_routing;vias in the first global route;297;
layout;Reg with most FFs;q;
final_timing;min cycle time layout;1.01;ns
layout;most frequent logic cell in the layout;clkdlybuf4s50_1;
clock_tree;CTS tree;done;
worst_setup_path;kind of critical path;flip-flop to output port;
clock_tree;clk slew on worst S/H paths;0.05;ns
final_timing;fmax;992;MHz
power_and_ir_drop;Worst VDD drop;0.000214;V
final_timing;Slew Viols, Final;0;
status;outcome;finished clean;
clock_tree;number of H-tree levels;1;
power_and_ir_drop;Switching Power;120;uW
worst_setup_path;worst path bufs/invs;1;
detailed_routing;1st-pass router iterations;2;
detailed_routing;DRC Markers;0;
power_and_ir_drop;total power;625;uW
layout;ratio of cells with drive above 1 in the final layout;26.1;%
final_timing;Final Hold Viols;0;
worst_setup_path;Max stage delay cell, worst path;dfxtp_2;
final_timing;crit share post-route;91.6;%
worst_setup_path;delay-heaviest family, CP;flip-flops;
layout;Largest regs;q (8);
logic_synthesis;sequential area share after synthesis;56.1;%
final_timing;setup violators final;0;
worst_setup_path;CP Max Fanout;2;
layout;Layout area overhead;93.0;%
logic_synthesis;Syn. warnings;1;
detailed_routing;Diodes inserted;0;
global_routing;overall global routing resource usage;2.58;%
place;GPL Wtd Cong;0.664;
final_timing;clk_skew;0;ns
final_timing;RSZ-0062 raised after global routing;false;
clock_tree;cts bufs inserted;3;
place;PortBufs;18;
final_timing;fin worst setup slack;0.0921;ns
global_routing;largest net degree at the start of global routing;9;
global_routing;global-route wire length before repair;1.32;mm
final_timing;worst slew pin tran;0.333;ns
worst_setup_path;worst path cell trace;dlygate4sd2_1;
logic_synthesis;Avg Inst Size Synth;11.0;sq um
worst_setup_path;CP Launch Type;flip-flop;
die;total die size;6400;sq um
worst_setup_path;critical path required time;0.88;ns
power_and_ir_drop;Power per Cell Area;1140;nW/um^2
clock_tree;Late-Pin Clk Latency;0.24;ns
power_and_ir_drop;Reg power frac;51.1;%
power_and_ir_drop;Clock power frac;32.9;%
-- cells in the mapped netlist --
master | count | area [sq um]
mux2i_1 | 8 | 80.1
buf_6 | 1 | 11.3
nor2_1 | 8 | 30.0
dfxtp_1 | 8 | 160
buf_1 | 1 | 3.75
-- per-stage QoR --
step           std cells  hold WS, ns  instance area [sq um]  setup TNS [ns]  utilization [%]
6_report              92        0.482                    551               0             16.1
5_1_grt               92        0.512                    551               0             16.1
4_1_cts               92        0.487                    551               0             16.1
3_5_place_dp          89        0.495                    528           -1.06             15.5
3_3_place_gp          89        0.488                    528          -0.973             15.5
2_1_floorplan         26        0.367                    285               0                -
-- metal layers --
layer  track usage [%]  share of wire (%)
met1              1.80                 28
met2              5.54                 65
met3              1.25                5.9
met4             0.704               0.58
met5                 0                  0
-- worst paths after layout --
| path | cells past startpoint | endpoint | slack, ns | startpoint |
|---|---|---|---|---|
| hold / removal | 2 | q[5]$_SDFFE_PP0P_ | 0.48 | q[5]$_SDFFE_PP0P_ |
| setup / recovery | 1 | q[1] | 0.09 | q[1]$_SDFFE_PP0P_ |
| setup reg to reg | 2 | q[6]$_SDFFE_PP0P_ | 0.48 | q[6]$_SDFFE_PP0P_ |
| hold reg to reg | 2 | q[5]$_SDFFE_PP0P_ | 0.48 | q[5]$_SDFFE_PP0P_ |
-- worst reg2reg max path, stage by stage, from the launching register on --
cell,delay (ns)
dfxtp_2,0.31
mux2i_1,0.13
nor2_1,0.06
-- cell type report --
cell class | instances | area (sq um)
clock buffers | 3 | 22.5
multi-input cells | 16 | 110
fillers | 390 | 2870
well taps | 46 | 57.6
flip-flops and latches | 8 | 170
repair buffers | 19 | 190
-- logic make-up (layout without fill, tap and decap cells) --
logic type | after synthesis | after routing | synth area share (%)
multiplexers | 8 | 8 | 28.1
flip-flops | 8 | 8 | 56.1
AND/OR/NAND/NOR | 8 | 8 | 10.5
buffers and inverters | 2 | 22 | 5.26
-- power groups by stage --
stage	clock network (mW)	registers (mW)	logic, mW
6_report	0.206	0.320	0.0999
5_1_grt	0.235	0.321	0.109
4_1_cts	0.218	0.320	0.102
Power figures rest on the tool's default switching activity, not on a simulated workload.
